**flow/config.mk**
```make
export PLATFORM = sky130hd
export DESIGN_NAME = post_add_sub
export DESIGN_NICKNAME = post_add_sub
export VERILOG_FILES = /design/flow/design.v
export SDC_FILE = /design/flow/constraint.sdc
export NUM_CORES = 4
export LEC_CHECK = 1
export CORE_UTILIZATION = 40
```
**flow/constraint.sdc**
```tcl
current_design post_add_sub

set clk_period 33.1
set clk_io_pct 0.2

create_clock -name clk0 -period $clk_period

set non_clock_inputs [all_inputs -no_clocks]
set_input_delay [expr $clk_period * $clk_io_pct] -clock clk0 $non_clock_inputs
set_output_delay [expr $clk_period * $clk_io_pct] -clock clk0 [all_outputs]
```
**flow/design.v**
```verilog
module post_add_sub (
	input cin,
	input opmode7,
	input [47:0] x,
	input [47:0] z,
	output  [47:0] out,
	output cout);
      assign {cout,out} = opmode7? z-x+cin:z+x;
endmodule      
```
**flow/run.sh**
```bash
#!/bin/bash
# OpenROAD 26Q1-2900-gdf79404cd8, Yosys 0.63+post, stock flow scripts
make -C /OpenROAD-flow-scripts/flow DESIGN_CONFIG=/design/flow/config.mk WORK_HOME=/design/flow/orfs finish
```
==> reports/results.tsv <==
stage	metric	value	unit
routing	vias	7135	
run_status	outcome	finished, final reports clean	
hold_path	hold_path_depth	5	
global_route	grt_antenna_before_repair	0	
die	io_pins	147	
layout	syn2layout_area_growth	24.2	%
sta	tns	0	ns
job	max-cap-violations	0	
critical_path	worst_ep_required_time	26.48	ns
synthesis	ys_area	0.00670	mm²
clocking	cts_resized	0	
sta	slew_headroom	0.517	
die	die_y	131	µm
clocking	hold_buffers	0	
critical_path	path_depth	17	
sta	whs	14.06	ns
sta	fmax	57.1	MHz
placement	gp_congestion	0.917	
die	die_w	131	µm
synthesis	synth_cell_types	68	
global_route	grt.overflow.total	0	
sta	timing.final.crit_share	0.529	
routing	drc_errors	0	
sta	rsz0062_at_grt	no	
sta	final_hold_viol_count	0	
sta	fin_crit	17.53	ns
critical_path	crit_path_start_kind	input pin	
die	die_area	0.0173	mm²
synthesis	netlist_instances	965	
die	initCoreUtil	0.416	
sta	worst_pin_slew	0.720	ns
synthesis	ys_cells	965	
power_and_ir_drop	p_leak	3.89	nW
critical_path	crit_slowest_cell	clkdlybuf4s50_1	
power_and_ir_drop	ir_drop	0.0000101	V
layout	logic_area	0.00621	mm²
synthesis	ys_sh_mux	0.0183	
routing	num_antenna_cells	0	
synthesis	ys_sh_aoi	0.339	
critical_path	critPathTopFamily	AND-OR/OR-AND gates	
placement	dp_hpwl	16700	µm
power_and_ir_drop	power.density	22.5	mW/mm²
placement	portBuffers	147	
layout	ff_count	0	
layout	nClkBuffers	0	
layout	instances_no_fill	1299	
die	core_area	0.0161	mm²
die	rows	46	
clocking	postCtsSetupRepairBufs	0	
global_route	grt_max_degree	71	
placement	place_inst	1299	
routing	via_per_inst	5.49	
synthesis	ys_sh_xor	0.107	
synthesis	top_logic_kind	AND-OR/OR-AND gates	
sta	slew_viol_final	0	
placement	dp_slack	15.58	ns
critical_path	path_buffers	4	
global_route	grt_pass1_vias	6621	
synthesis	simple_gate_area_frac	0.186	
synthesis	syn_avg_cell_area	6.95	µm²
routing	wl	19700	µm
layout	fill_cells	1657	
critical_path	endpoint_kind	output pin	
synthesis	adder_share	0.275	
layout	drive_above_1_share	0.0277	
sta	fin_ws	15.57	ns
layout	regArea	0	µm²
critical_path	cp.arrival	10.91	ns
synthesis	yosysWarnings	0	
routing	ant_nets	0	
critical_path	path_cells	clkdlybuf4s50_1, inv_1, ha_1, inv_1, ha_1, fa_1, a21o_1, a221oi_2, o221ai_2, a21oi_2, o21ai_2, a221oi_2, o21ai_1, a221oi_1, nor3_1, nor3_1, clkdlybuf4s50_1	
synthesis	syn-cell-area	0.00670	mm²
sta	setup_viol	0	
routing	wire_per_inst	15.2	µm
job	warning_count	79	
global_route	grt_pass1_wl	32600	µm
routing	drt_first_pass_iters	5	
critical_path	crit_fanout	3	
global_route	grt_usage	0.226	
critical_path	crit_type	in -> out	
critical_path	max_stage_delay	0.51	ns
synthesis	postSynthSeqShare	0	
routing	drt_iter0_drc	615	
hold_path	hold_class	in -> out	
where the power goes:
part	internal [mW]	switching [mW]	total, mW
clock network	0	0	0
logic	0.0936	0.0942	0.188
registers	0	0	0
total	0.0936	0.0942	0.188
Yosys cell counts (3+ instances only):
cell,count,area [µm²]
ha_1,144,1800
xnor2_1,54,473
or4_1,7,52.6
a211oi_1,9,67.6
nor2b_1,14,87.6
nand4_1,9,56.3
inv_1,99,372
o21ai_0,63,315
o31a_1,6,52.6
nand2_1,67,251
a221oi_1,4,35.0
a21boi_0,3,22.5
o21bai_1,15,113
buf_2,8,40.0
nor2_1,68,255
mux2i_1,10,100
and3_1,8,50.1
o22ai_1,4,25.0
nand3_1,17,85.1
nor4_1,4,25.0
nor3_1,23,115
nand2b_1,13,81.3
a31oi_1,8,50.1
o21ai_1,4,20.0
and2_1,6,37.5
or3_1,7,43.8
a21oi_1,107,536
clkbuf_1,21,78.8
o21a_1,11,82.6
or2_2,3,18.8
xor2_1,28,245
a221oi_2,3,45.0
nand3b_1,3,22.5
a221o_1,5,50.1
a211o_1,6,52.6
o31ai_1,12,90.1
a21o_1,40,300
o211ai_1,10,75.1
area by class of cell:
type / count / area share
Inverter: 99 / 0.0446
Multi-Input combinational cell: 835 / 0.745
Tap cell: 216 / 0.0324
Timing Repair Buffer: 149 / 0.178
cells in the final DEF, fill, tap and decap left out, types with 6 or more instances in the layout:
cell	instances
o21bai_1	15
a21o_1	40
o21a_1	11
clkdlybuf4s50_1	146
nor2_1	68
a21oi_1	107
nor2b_1	14
a31oi_1	8
a211o_1	6
ha_1	144
o21ai_0	63
o31a_1	6
or3_1	7
o211ai_1	10
nand2b_1	13
inv_1	99
o31ai_1	12
nand2_1	67
xnor2_1	54
a211oi_1	9
nand4_1	9
nor3_1	23
xor2_1	28
mux2i_1	10
and2_1	6
and3_1	8
nand3_1	17
or4_1	7
path summary, 6_finish.rpt:
kind  slack, ns  startpoint      end
max       15.57         cin  out[36]
min       14.06     opmode7  out[15]
per-layer routing:
| metal | global-route usage | part of all wire |
|---|---|---|
| met5 | 0 | 0 |
| met4 | 0.0110 | 0.0050 |
| met3 | 0.00708 | 0.044 |
| met2 | 0.353 | 0.43 |
| met1 | 0.357 | 0.52 |
logic make-up after synthesis:
group,Yosys count
compound gates,339
xor+xnor,82
fa+ha+maj,146
buf+inv,130
mux,12
simple gates,256
per-stage QoR:
stage          power (mW)  utilization  instance area (µm²)
3_5_place_dp        0.186        0.517                 8330
4_1_cts             0.188        0.517                 8330
5_1_grt             0.207        0.517                 8330
2_1_floorplan       0.117            -                 6700
6_report            0.188        0.517                 8330
3_3_place_gp        0.188        0.517                 8330
worst min-delay path: cells and delay by family:
kind / cells / cell delay, ns
AOI/OAI and AO/OA: 1 / 0.07
buffers and inverters: 3 / 0.66
and+or+nand+nor: 1 / 0.09
Power figures rest on the tool's default switching activity, not on a simulated workload.
