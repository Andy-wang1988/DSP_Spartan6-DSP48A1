==> flow/design.v <==
module mux_z (
	input [1:0] opmode32,
	input [47:0] c_reg,
	input [47:0] P_reg,
	input [47:0] pcin,
	input [47:0] zero,
	output reg [47:0] mux_out);
    always @(*) 
      case(opmode32)
        0: mux_out=zero;
        1: mux_out=pcin;
        2: mux_out=P_reg;
        3: mux_out=c_reg;
      endcase
endmodule
==> flow/run.sh <==
#!/bin/bash
# OpenROAD 26Q1-2900-gdf79404cd8, Yosys 0.63+post, stock flow scripts
make -C /OpenROAD-flow-scripts/flow DESIGN_CONFIG=/design/flow/config.mk WORK_HOME=/design/flow/orfs finish
==> flow/config.mk <==
export PLATFORM = sky130hd
export DESIGN_NAME = mux_z
export DESIGN_NICKNAME = mux_z
export VERILOG_FILES = /design/flow/design.v
export SDC_FILE = /design/flow/constraint.sdc
export NUM_CORES = 4
export LEC_CHECK = 1
export CORE_AREA = 10 10 101 101
export DIE_AREA = 0 0 111 111
==> flow/constraint.sdc <==
current_design mux_z

set clk_period 1.1
set clk_io_pct 0.2

create_clock -name clk0 -period $clk_period

set non_clock_inputs [all_inputs -no_clocks]
set_input_delay [expr $clk_period * $clk_io_pct] -clock clk0 $non_clock_inputs
set_output_delay [expr $clk_period * $clk_io_pct] -clock clk0 [all_outputs]
==> changes_impl.md <==
### Implementation results

- Run status: finished with violations
- Violations in the final reports: setup timing
- Slew Limit Fails: 0
- WL per Instance: 25.3 microns
- Clock share of power: 0%
- PnR Total Power: 0.00130 W
- Global placer's final weighted congestion: 0.919
- Yosys-reported design area after synthesis: 1150 sq um
- Initial DRC Count: 24
- Wire length of the first global-routing pass: 15700 microns
- Most numerous logic cells after layout: sky130_fd_sc_hd__dlygate4sd2_1, sky130_fd_sc_hd__mux4_2, sky130_fd_sc_hd__buf_2
- Post-route setup TNS: -15.45 ns
- Hold crit path type: input pin to output pin
- Final setup fails: 48
- Number of ports placed on the die boundary: 242
- Switching fraction of total power: 26.9%
- Netlist cell types: 5
- AO/OA Area Share: 0%
- Mux frac, synth: 93.8%
- Measured slew at the worst slew-check pin: 0.157 ns
- Largest net degree at the start of global routing: 27
- Worst hold start: zero[12]
- Horizontal die dimension: 111 microns
- Mapped cell area: 1150 sq um
- Net Sw Power: 0.000350 W
- Area of the placeable core: 8130 sq um
- Fin crit share: 139%
- Yosys warning total: 1
- Arrival @ worst endpoint: 1.31 ns
- Static Leakage: 1.69 nW
- Number of antenna violations at the first check in global routing: 6
- Part of the power in combinational logic: 100.0%
- Top cell excl fill/tap: sky130_fd_sc_hd__dlygate4sd2_1
- Clock buffer instance count of the final layout: 0
- Via count of the first global-routing pass: 2204
- Prevailing logic family in the synthesized netlist: multiplexers
- HPWL Detailed: 9630 microns
- Share of final-layout standard cells stronger than drive strength 1: 39.4%
- Die H: 111 microns
- Adder and majority gate portion of the synthesized area: 0%
- Num sequential: 0
- Worst relative slew slack: 89.5%
- Critical path start-end classification: input pin to output pin
- Endpoint type of the worst setup path: output pin
- Largest driver fanout on the critical path: 5
- Highest Clock Rate: 0.656 GHz
- Startpoint kind of the worst setup timing path: input pin
- Hold Fails Final Rpt: 0
- Antenna viol nets, final: 0
- Maximum resistive drop on vdd: 0.216 mV
- Tally of OpenROAD warnings: 35
- Maxcap violations: 0
- Minimum clock period: 1.53 ns
- Critical Path RT: 0.88 ns
- DR vias/cell: 4.42
- Routed Wire Length: 10800 microns
- Reg area: 0 sq um
- FP Util: 14.2%
- Synthesized instance count: 58
- Pre-Repair DR Iteration Count: 4
- Die footprint: 12300 sq um
- Hold depth: 3
- Number of cell instances after yosys synthesis: 58
- IO Port Bufs: 242
- Standard-cell rows: 33
- Endpoint, Worst Hold: mux_out[12]
- Sequential cell area fraction in the yosys report: 0%
- Avg Inst Size Synth: 19.9 sq um
- Sequential group share of total power: 0%
- Areal power density over the cells: 353 nW/um^2
- Worst slack at placement: -0.767 ns
- Post-Route Utilization: 45.2%
- Area growth, synth to finish: 219%
- Internal Dissipation: 0.000950 W
- Multi-input gate area in the final layout: 1080 sq um
- Xor/xnor cell area share of the yosys netlist: 0%
- Total congestion overflow: 0
- RSZ-0062 raised after global routing: true
- Post-detailed-route DRC marker count: 0
- Fillers: 797
- Global-route total usage across every layer: 17.2%
- Setup WS post-layout: -0.425 ns
- Via count of the routed design: 1891
- Basic Gates by Area: 0%
-- layer usage --
layer	up-vias	GRT usage, %	routed length, microns	part of all wire [%]
li1	839	-	-	-
met1	896	18.8	3840	36
met2	156	30.3	5540	51
met3	0	9.58	1440	13
met4	0	0	0	0
met5	-	0	0	0
-- power groups by stage --
stage     sequential, W       clock [W]  combinational, W
4_1_cts               0               0           0.00132
5_1_grt               0  0.000000000487           0.00140
6_report              0  0.000000000731           0.00130
-- cell usage after synthesis --
cell | instances | area share [%]
sky130_fd_sc_hd__mux4_2 | 48 | 94
sky130_fd_sc_hd__buf_2 | 3 | 1.3
sky130_fd_sc_hd__buf_6 | 3 | 2.9
sky130_fd_sc_hd__buf_4 | 2 | 1.3
sky130_fd_sc_hd__clkbuf_1 | 2 | 0.65
-- layout make-up --
cell class / instances / area share [%]
antenna: 6 / 0.408
multi-input combinational: 48 / 29.4
tap: 105 / 3.57
timing repair buffer: 269 / 66.6
-- what timing repair did --
action / CTS / global route
pin swaps: 0 / 0
hold buffers: 0 / 0
cloned: 2 / 0
resized: 334 / 3
setup endpoints to repair: 48 / 48
buffers inserted: 15 / 6
-- cell families after synthesis --
| logic type | after synthesis |
|---|---|
| buffers and inverters | 10 |
| muxes | 48 |
-- how the worst max path moves through the flow --
stage     slack (ns)     endpoint         from
4_1_cts        -0.45  mux_out[46]  opmode32[0]
5_1_grt        -0.46  mux_out[46]  opmode32[0]
6_report       -0.43  mux_out[46]  opmode32[0]
-- metrics by stage --
stage | cells | cell area [sq um] | hold WS [ns]
floorplan | 58 | 1190 | 0.619
global placement | 400 | 3710 | 1.42
detailed placement | 400 | 3710 | 1.43
CTS | 417 | 3610 | 0.932
global route | 426 | 3670 | 0.946
finish | 428 | 3680 | 0.928
-- critical path, stage by stage --
cell and delay, ns:
sky130_fd_sc_hd__buf_12 0.09, sky130_fd_sc_hd__buf_12 0.11, sky130_fd_sc_hd__buf_12 0.11, sky130_fd_sc_hd__buf_6 0.09, sky130_fd_sc_hd__mux4_2 0.53, sky130_fd_sc_hd__buf_6 0.15
Power is estimated from default activity; no workload was simulated.
