===== design/flow/config.mk =====
export PLATFORM = sky130hd
export DESIGN_NAME = mux_x
export DESIGN_NICKNAME = mux_x
export VERILOG_FILES = /design/flow/design.v
export SDC_FILE = /design/flow/constraint.sdc
export NUM_CORES = 4
export LEC_CHECK = 1
export CORE_AREA = 10 10 98 98
export DIE_AREA = 0 0 108 108

===== design/flow/constraint.sdc =====
current_design mux_x

set clk_period 1.4
set clk_io_pct 0.2

create_clock -name clk0 -period $clk_period

set non_clock_inputs [all_inputs -no_clocks]
set_input_delay [expr $clk_period * $clk_io_pct] -clock clk0 $non_clock_inputs
set_output_delay [expr $clk_period * $clk_io_pct] -clock clk0 [all_outputs]

===== design/flow/design.v =====
module mux_x (
	input [1:0] opmode10,
	input [47:0] DAB,
	input [47:0] P_reg,
	input [35:0] m_reg,
	input [47:0] zero,
	output reg [47:0] mux_out);
    always @(*) 
      case(opmode10)
        0: mux_out=zero;
        1: mux_out={12'b0, m_reg};
        2: mux_out=P_reg;
        3: mux_out=DAB;
      endcase
endmodule

===== design/flow/run.sh =====
#!/bin/bash
# OpenROAD 26Q1-2900-gdf79404cd8, Yosys 0.63+post, stock flow scripts
make -C /OpenROAD-flow-scripts/flow DESIGN_CONFIG=/design/flow/config.mk WORK_HOME=/design/flow/orfs finish

==> metrics.json <==
{
  "design.portCount": {"value": 230},
  "initialDrtViolationCount": {"value": 38},
  "power.internal": {"value": 0.675, "unit": "mW"},
  "holdCritPathClass": {"value": "primary input to output port"},
  "route.final.wire_length": {"value": 8550, "unit": "um"},
  "numSequentialCells": {"value": 0},
  "total_instance_count_after_detailed_placement": {"value": 399},
  "met2_usage": {"value": 0.246},
  "worst_ep_arrival_time": {"value": 1.20, "unit": "ns"},
  "share_comb_of_total_power": {"value": 1.000},
  "groute.usage.overall": {"value": 0.134},
  "logic_cell_area": {"value": 1050, "unit": "sq um"},
  "first_global_vias": {"value": 2036},
  "total_die_size": {"value": 11700, "unit": "sq um"},
  "grt.met1_usage": {"value": 0.149},
  "p_sw": {"value": 0.233, "unit": "mW"},
  "openroad.warnings": {"value": 34},
  "total_leakage_power": {"value": 1.62, "unit": "nW"},
  "finalMaxSlewViolations": {"value": 0},
  "final-instance-count-excl-fill": {"value": 414},
  "avgViaCountPerCell": {"value": 4.36},
  "design.core.area": {"value": 7650, "unit": "sq um"},
  "worst_slew_margin_rel": {"value": 0.902},
  "worst_ep_required_time": {"value": 1.12, "unit": "ns"},
  "grt_start_max_net_pins": {"value": 14},
  "busiest_layer": {"value": "met2"},
  "drt_pass1_iterations": {"value": 4},
  "synth.cells.most_frequent": {"value": "mux4_2 (36), mux2i_1 (12), o2bb2ai_1 (12)"},
  "postLayoutCoreUtil": {"value": 0.451},
  "timing.critical_path.max_delay_family": {"value": "multiplexers"},
  "power.share.switching": {"value": 0.257},
  "yosysWarningCount": {"value": 1},
  "max_slew.worst_pin.slew": {"value": 0.142, "unit": "ns"},
  "critPathMaxStageDelay": {"value": 0.48, "unit": "ns"},
  "initial_util": {"value": 0.150},
  "grt_first_pass_wirelength": {"value": 12000, "unit": "um"},
  "synth.lib_cells_used.distinct": {"value": 7},
  "unrepaired_setup_endpoints_after_global_routing": {"value": "true"},
  "wire_per_inst": {"value": 20.6, "unit": "um"},
  "numPortBuffers": {"value": 230},
  "dp_hpwl": {"value": 7150, "unit": "um"},
  "max_freq": {"value": 0.674, "unit": "GHz"},
  "timing.final.ws_setup": {"value": -0.0829, "unit": "ns"},
  "placementRows": {"value": 32},
  "pre_cts_slack": {"value": -0.536, "unit": "ns"},
  "via_count": {"value": 1805},
  "power.sequential.fraction": {"value": 0},
  "areaGrowthSynthToFinish": {"value": 201, "unit": "%"},
  "critPathLaunchType": {"value": "primary input"},
  "crit_slowest_cell": {"value": "mux4_2"},
  "netlist_area": {"value": 1150, "unit": "sq um"},
  "layout-drive-gt1-share": {"value": 0.344},
  "crit_path_max_fanout": {"value": 8},
  "ir_drop": {"value": 0.000117, "unit": "V"},
  "layout_worst_path_cycle_share": {"value": 1.06},
  "route.detailed.drc": {"value": 0},
  "outcome": {"value": "complete, but fails checks"},
  "use_met3": {"value": 0.0584},
  "fp.dieH": {"value": 108, "unit": "um"},
  "clock_power_share": {"value": 0},
  "synthTopCellsByArea": {"value": "mux4_2 (71%), mux2i_1 (10%), o2bb2ai_1 (9.2%)"},
  "failed_checks": {"value": "negative setup slack"},
  "antenna_found_initial": {"value": 1},
  "worst_hold_slack": {"value": 1.03, "unit": "ns"},
  "die-width": {"value": 108, "unit": "um"},
  "critPathCaptureType": {"value": "output port"},
  "drtAntennaViolNets": {"value": 0},
  "layout_clock_buffer_count": {"value": 0},
  "place_congestion": {"value": 0.895},
  "fillerInstances": {"value": 782},
  "max-cap-violations": {"value": 0},
  "yosys-stat-area": {"value": 1150, "unit": "sq um"},
  "global_route.overflow_total": {"value": 0},
  "path_class": {"value": "primary input to output port"},
  "postSynthSeqShare": {"value": 0},
  "timing.final.crit_period": {"value": 1.48, "unit": "ns"},
  "avgSynthCellArea": {"value": 15.9, "unit": "sq um"},
  "yosys_cells": {"value": 72},
  "syn_inst": {"value": 72},
  "yosys.area.top_type_share": {"value": 0.707},
  "seq_area": {"value": 0, "unit": "sq um"},
  "power_density": {"value": 264, "unit": "nW/um^2"},
  "finalHoldViolations": {"value": 0},
  "postCtsHoldBufs": {"value": 0},
  "top_cell": {"value": "mux4_2"},
  "yosys.area.top_type": {"value": "mux4_2"},
  "worst-path-buf-inv": {"value": 3},
  "timing.critical_path.cells": {"value": "buf_16, clkbuf_16, mux4_2, buf_2"},
  "setup_viol": {"value": 36}
}
==> power groups by stage <==
stage | Sequential, mW | Clock, mW | Combinational [mW]
CTS | 0 | 0 | 0.907
global route | 0 | 0.0000000955 | 0.986
finish | 0 | 0.0000000954 | 0.909
==> worst min-delay path, stage by stage <==
cell,delay (ns)
buf_16,0.15
buf_12,0.14
o2bb2ai_1,0.06
buf_2,0.11
==> through the flow <==
step	setup TNS, ns	total power, mW	cell area (sq um)
after CTS	-2.58	0.907	3380
after floorplan	0	0.276	1150
after global placement	-21.97	1.09	3560
final	-2.29	0.909	3450
after detailed placement	-21.78	1.10	3560
after global routing	-3.69	0.986	3450
==> timing repair <==
| action | 4_1_cts | 5_1_grt |
|---|---|---|
| buffers inserted | 5 | 0 |
| gates resized | 309 | 3 |
| pin swaps | 7 | 1 |
| cloned | 6 | 3 |
| endpoints found under the setup margin | 48 | 42 |
==> worst paths after layout <==
kind	endpoint	start	cells after the start
setup / recovery	mux_out[24]	opmode10[0]	4
hold / removal	mux_out[41]	opmode10[0]	4
==> routing by layer <==
| layer | share of wire | vias up |
|---|---|---|
| met5 | 0 | - |
| met4 | 0 | 0 |
| met3 | 0.12 | 0 |
| met2 | 0.53 | 118 |
| met1 | 0.35 | 849 |
| li1 | - | 838 |
==> cell type report <==
class / count / area share
Multi-Input combinational cell: 62 / 0.306
Timing Repair Buffer: 249 / 0.657
Antenna cell: 1 / 0.000726
Tap cell: 102 / 0.0370
==> logic make-up (layout without fill, tap and decap cells) <==
logic type             Yosys count  in the layout  synth area share
AND-OR/OR-AND                   12             12            0.0917
buffers and inverters           11            249            0.0884
multiplexers                    48             48             0.812
other                            0              1                 0
AND/OR/NAND/NOR                  1              2           0.00764
==> cell usage in the layout (no fill, tap or decap) <==
cell type,count
mux2i_1,12
buf_16,5
o2bb2ai_1,12
buf_6,1
bufbuf_16,1
dlygate4sd2_1,144
diode_2,1
buf_12,5
clkbuf_16,3
mux4_2,36
buf_2,47
clkdlybuf4s50_1,36
buf_4,6
and2_4,2
clkbuf_2,1
Power figures rest on the tool's default switching activity, not on a simulated workload.
